**./constraint.sdc**
```tcl
current_design packet_generator

set clk_period 6.1
set clk_io_pct 0.2

create_clock -name clk0 -period $clk_period [get_ports {clk}]

set non_clock_inputs [all_inputs -no_clocks]
set_input_delay [expr $clk_period * $clk_io_pct] -clock clk0 $non_clock_inputs
set_output_delay [expr $clk_period * $clk_io_pct] -clock clk0 [all_outputs]
```
**./config.mk**
```make
export PLATFORM = sky130hd
export DESIGN_NAME = packet_generator
export DESIGN_NICKNAME = packet_generator
export VERILOG_FILES = /design/flow/design.v
export SDC_FILE = /design/flow/constraint.sdc
export NUM_CORES = 4
export LEC_CHECK = 1
export CORE_UTILIZATION = 40
```
**./run.sh**
```bash
#!/bin/bash
# OpenROAD 26Q1-2900-gdf79404cd8, Yosys 0.63+post, stock flow scripts
make -C /OpenROAD-flow-scripts/flow DESIGN_CONFIG=/design/flow/config.mk WORK_HOME=/design/flow/orfs finish
```
**./design.v**
```verilog
module clk_gen(in_clk, out_clk);
	parameter SOURCE_CLK = 100000000;
	parameter TARGET_CLK = 1;
	parameter N = $clog2(SOURCE_CLK / TARGET_CLK);
	input in_clk;
	output reg out_clk;
	reg [N-1:0] count;
	always @(posedge in_clk) begin
		if (count < (SOURCE_CLK / TARGET_CLK) - 1) begin
			count <= count + 1'b1;
			out_clk <= 0;
		end
		else begin
			count <= 0;
			out_clk <= 1;  
		end
	end
endmodule
module packet_generator(
	input clk,
	input rst,
	input [31:0] global_timer,
	input [47:0] mac_address,
	input [10:0] packet_size,
	input [15:0] packet_interval,
	input [47:0] packet_dst,
	input packet_custom,
	output [10:0] pkt_addr,
	input [7:0] pkt_data,
	output reg [7:0] tx_data,
	output tx_write
	);
	localparam STATE_WAIT           = 0;
	localparam STATE_SEND_DST       = 1;
	localparam STATE_SEND_SRC       = 2;
	localparam STATE_SEND_TYPE      = 3;
	localparam STATE_SEND_TIMESTAMP = 4;
	localparam STATE_SEND_SEQUENCE  = 5;
	localparam STATE_SEND_DATA      = 6;
	localparam STATE_SEND_CUSTOM    = 7;
	reg [2:0] state;
	reg [2:0] next_state;
	reg [10:0] counter;
	reg [10:0] next_counter;
	reg [31:0] timer = 0;  
	wire clk_timer;
	reg [31:0] timestamp;
	reg [31:0] next_timestamp;
	reg [31:0] sequence;
	reg [31:0] next_sequence;
	clk_gen clk_ms(
		.in_clk(clk),
		.out_clk(clk_timer)
	);
	defparam clk_ms.SOURCE_CLK = 125000000;
	defparam clk_ms.TARGET_CLK = 1000;
	assign tx_write = state == STATE_SEND_DST ||
	                  state == STATE_SEND_SRC ||
	                  state == STATE_SEND_TYPE ||
	                  state == STATE_SEND_TIMESTAMP ||
	                  state == STATE_SEND_SEQUENCE ||
	                  state == STATE_SEND_DATA ||
	                  (state == STATE_SEND_CUSTOM && counter != 0);
	assign pkt_addr = counter;
	always @(*) begin
		case (state)
			STATE_SEND_DST:
				tx_data = (packet_dst >> {11'd5 - counter, 3'b0}) & 8'hFF;
			STATE_SEND_SRC:
				tx_data = (mac_address >> {11'd5 - counter, 3'b0}) & 8'hFF;
			STATE_SEND_TYPE:
				tx_data = ({16'h1000} >> {11'd1 - counter, 3'b0}) & 8'hFF;
			STATE_SEND_TIMESTAMP:
				tx_data = (timestamp >> {11'd3 - counter, 3'b0}) & 8'hFF;
			STATE_SEND_SEQUENCE:
				tx_data = (sequence >> {11'd3 - counter, 3'b0}) & 8'hFF;
			STATE_SEND_CUSTOM:
				tx_data = pkt_data;
			default:
				tx_data = 0;
		endcase
	end
	always @(*) begin
		next_state = state;
		next_timestamp = timestamp;
		next_sequence = sequence;
		case (state)
			STATE_WAIT: begin
				if (timer == 0 && clk_timer) begin
					if (packet_custom)
						next_state = STATE_SEND_CUSTOM;
					else
						next_state = STATE_SEND_DST;
					next_timestamp = global_timer;
				end
			end
			STATE_SEND_DST: begin
				if (counter == 11'd5)
					next_state = STATE_SEND_SRC;
			end
			STATE_SEND_SRC: begin
				if (counter == 11'd5)
					next_state = STATE_SEND_TYPE;
			end
			STATE_SEND_TYPE: begin
				if (counter == 11'd1)
					next_state = STATE_SEND_TIMESTAMP;
			end
			STATE_SEND_TIMESTAMP: begin
				if (counter == 11'd3)
					next_state = STATE_SEND_SEQUENCE;
			end
			STATE_SEND_SEQUENCE: begin
				if (counter == 11'd3)
					next_state = STATE_SEND_DATA;
			end
			STATE_SEND_DATA: begin
				if (counter >= packet_size - 11'd9) begin
					next_state = STATE_WAIT;
					next_sequence = next_sequence + 1'b1;
				end
			end
			STATE_SEND_CUSTOM: begin
				if (counter >= packet_size) begin
					next_state = STATE_WAIT;
				end
			end
		endcase
		if (next_state != state)
			next_counter = 0;
		else
			next_counter = counter + 1'b1;
	end
	always @(posedge clk or posedge rst) begin
		if (rst) begin
			state <= STATE_WAIT;
			counter <= 0;
			timer <= 0;
			timestamp <= 0;
			sequence <= 0;
		end
		else begin
			state <= next_state;
			counter <= next_counter;
			timestamp <= next_timestamp;
			sequence <= next_sequence;
			if (clk_timer) begin
				if (timer < packet_interval - 1) begin
					timer <= timer + 1;
				end
				else begin
					timer <= 0;
				end
			end
		end
	end
endmodule
```
==> results_slide.txt <==
Implementation Results

Floorplan
  • Die Height: 157 um
  • Cell Rows: 56
  • Fp util: 40.8%
  • IO Pins: 186
  • Core box area: 0.0235 sq mm
  • Die area: 0.0245 sq mm
  • Die x size: 157 um

GRT
  • Grt total ovfl: 0
  • First-pass GRT wire length: 43.5 mm
  • Vias in the first global route: 8006
  • All-Layer GR Usage: 23.5%
  • Largest net degree at the start of global routing: 61
  • Antenna violations before repair: 0

Min path
  • Worst Hold Class: reg -> reg
  • Hold path depth: 1
  • Min-delay src: clk_ms.count[0]$_SDFF_PP0_
  • Hold EP: clk_ms.count[0]$_SDFF_PP0_

Power and ir drop
  • Switch share: 39.2%
  • Power per cell area: 298 mW/mm^2
  • Clock share of power: 27.8%
  • Internal cell power: 0.00222 W
  • Worst vdd ir: 222 uV
  • P_sw: 0.00143 W
  • Reg power frac: 26.3%
  • Power consumption: 0.00366 W
  • Part of the power in combinational logic: 45.9%
  • Lkg Pwr: 5.03 nW

Drt
  • DRC violations left: 0
  • Drt total wl: 27.9 mm
  • 1st-iter DRT viols: 395
  • Routed WL per cell: 17.9 um
  • DRT antenna net count: 0
  • Via Count: 8604
  • DR pass1 iterations: 5
  • Drt via density: 5.51
  • # diodes: 0

Cells and area
  • Fillers: 2148
  • Design area: 0.0123 sq mm
  • Register Area: 0.00311 sq mm
  • Area grow syn2layout: 28.2%
  • Most instantiated logic cells after routing: 185 x clkdlybuf4s50_1, 109 x dfrtp_1, 106 x nand2_1
  • Most frequent logic cell in the layout: clkdlybuf4s50_1
  • Share of layout cells above drive strength 1: 8.61%
  • Logic cell area: 0.00606 sq mm

Critical path
  • Reg2reg end: counter[1]$_DFF_PP0_
  • Reg2reg start: counter[2]$_DFF_PP0_
  • R2R depth: 8
  • Critical path type: in -> reg
  • Worst EP arrival: 5.64 ns
  • Worst-path maximum fanout: 16
  • Critical path startpoint category: primary input
  • Crit path DRT: 6.43 ns
  • Kind of end point of the critical path: register
  • Reg-to-reg slack, setup: 2.71 ns

Clock network
  • CTS Hold Bufs: 0
  • Post-CTS Setup Inserts: 0
  • CTS Buffer Depth: 2
  • Num CTS Buffers: 17
  • Clock latency (worst-skew pair): 0.42 ns
  • CTS tree: yes
  • H-tree levels: 4
  • Post-cts gate resize count: 0
  • CTS Root Cell: clkbuf_16
  • Clk pin slew, worst setup/hold paths: 0.06 ns
  • Clk sink count: 128

Yosys
  • Ys cells: 1062
  • Yosys cell types: 78
  • Seq cells post-synth: 128
  • Ys Warns: 2
  • Gate Count Post-Synth: 1062
  • Ys async rst share: 85.9%
  • Top cell area share: 28.8%
  • Synthesis area per yosys: 0.00957 sq mm
  • Post-Synthesis Cell Area: 0.00957 sq mm
  • Synth Flop Type: dfrtp_1
  • Area leader, netlist: dfrtp_1
  • EDFF count, synth: 0
  • Main area contributors: dfrtp_1 29%, ha_1 8.9%, xnor2_1 6.4%
  • Seq share, synth: 32.5%
  • Mean Syn Cell Area: 9.01 sq um

STA
  • FMAX: 0.188 GHz
  • Period Utilization, post-route: 87.1%
  • RSZ-0062 raised after global routing: no
  • Final Hold Viols: 0
  • Setup tns final: 0 ns
  • Final Max Slew Viols: 0
  • Final Skew: 0.0107 ns
  • Worst slew pin tran: 0.817 ns
  • Post-route minimum period: 5.31 ns
  • Slew headroom: 45.5%
  • Final Setup Violations: 0

Placed design
  • Final HPWL DP: 21.0 mm
  • DP Area: 0.0117 sq mm
  • Port Buffer Count: 185
  • Gpl congestion: 0.980

Flow run
  • OpenROAD warning count: 33
  • Max-cap viol count: 0

Run status
  • Status: completed
-- kinds of logic (layout without fill, tap and decap cells) --
group / count (synthesis) / after routing / synth area share [%]
compound gates: 231 / 231 / 16.5
xor+xnor: 101 / 101 / 9.25
fa+ha+maj: 68 / 68 / 8.89
buf+inv: 84 / 265 / 4.21
flops: 128 / 128 / 32.5
mux: 69 / 69 / 8.82
simple gates: 381 / 381 / 19.7
-- power groups by stage --
| stage | Clock (W) | Combinational, W | Sequential (W) |
|---|---|---|---|
| CTS | 0.00104 | 0.00168 | 0.000958 |
| global route | 0.00107 | 0.00183 | 0.000968 |
| finish | 0.00102 | 0.00168 | 0.000960 |
-- layer usage --
metal / global-route usage (%) / wire (um) / up-vias
met4: 5.32 / 684 / 0
met1: 33.5 / 12600 / 4061
met3: 3.64 / 1510 / 29
li1: - / - / 4279
met5: 0 / 0 / -
met2: 38.4 / 13100 / 235
-- layout make-up --
type	instances	share of cell area (%)
multi-input combinational	850	49.4
sequential	128	25.4
timing repair buffer	199	16.0
clock buffer	20	3.99
tap	319	3.26
inverter	34	1.06
clock inverter	12	0.918
-- cells in the mapped netlist (5+ instances only) --
cell and count:
o32ai_1 5, nor2b_1 9, clkbuf_1 18, and3_1 19, dfrtp_1 110, and2_1 7
nand2_1 106, buf_2 15, nor4_1 13, or3_1 8, a22o_1 7, o22ai_1 5
a221oi_1 7, o22a_1 14, dfxtp_1 18, a21o_1 10, o21ai_0 50, mux4_2 6
buf_6 7, buf_1 5, and4_1 9, nor3_1 17, ha_1 68, mux2i_1 25
inv_1 33, o211ai_1 10, a2bb2oi_1 7, o221ai_1 7, xor2_1 31, nand4_1 29
a21oi_1 57, nor2_1 98, xnor2_1 70, nand3_1 39, mux2_2 36, a31oi_1 13
nand3b_1 6
-- critical path, cell delays in order --
cell	delay, ns
clkdlybuf4s50_1	0.43
or4_1	0.60
nor4_1	0.26
nand2_1	0.19
or3_1	0.65
ha_1	0.40
a21oi_1	0.14
o21ai_0	0.09
a221oi_1	0.37
a2111oi_0	0.16
a211o_1	0.41
and2_1	0.31
buf_4	0.22
nor3_1	0.17
-- worst max-delay path by stage --
stage	to	slack, ns	start
6_report	timer[3]$_DFFE_PP0P_	0.79	packet_interval[5]
4_1_cts	timer[3]$_DFFE_PP0P_	0.79	packet_interval[4]
5_1_grt	timer[3]$_DFFE_PP0P_	0.43	packet_interval[4]
-- state kept, by name (all words and copies together) (netlist names) --
name and cells:
sequence 32, timer 32, clk_ms.count 17, counter 11
clk_ms.out_clk 1, state 3, timestamp 32
-- metrics by stage --
step / setup slack (ns) / util [%] / hold WS [ns] / cells
after floorplan: 1.29 / - / 0.413 / 1062
after global placement: 0.412 / 49.7 / 0.428 / 1530
after detailed placement: 0.347 / 49.7 / 0.437 / 1530
after CTS: 0.791 / 52.2 / 0.451 / 1562
after global routing: 0.428 / 52.2 / 0.463 / 1562
final: 0.789 / 52.2 / 0.444 / 1562
Power figures rest on the tool's default switching activity, not on a simulated workload.
