`flow/design.v`:
```
module clk_gen(in_clk, out_clk);
	parameter SOURCE_CLK = 100000000;
	parameter TARGET_CLK = 1;
	parameter N = $clog2(SOURCE_CLK / TARGET_CLK);
	input in_clk;
	output reg out_clk;
	reg [N-1:0] count;
	always @(posedge in_clk) begin
		if (count < (SOURCE_CLK / TARGET_CLK) - 1) begin
			count <= count + 1'b1;
			out_clk <= 0;
		end
		else begin
			count <= 0;
			out_clk <= 1;  
		end
	end
endmodule
module edge_detector(clk, in, out);
	parameter N = 1;
	input clk;
	input [N-1:0] in;
	output [N-1:0] out;
	reg [N-1:0] buffer = 0;
	assign out = in & ~buffer;
	always @(posedge clk)
		buffer <= in;
endmodule
module memory_block(clk, addr_r, data_r, addr_w, data_w, we);
	parameter SIZE = 1024;
	parameter WIDTH = $clog2(SIZE);
	input clk;
	input [WIDTH-1:0] addr_r;
	input [WIDTH-1:0] addr_w;
	input [7:0] data_w;
	input we;
	output [7:0] data_r;
	reg [7:0] mem [SIZE-1:0];
	reg [WIDTH-1:0] addr_r_sync;
	assign data_r = mem[addr_r_sync];
	always @(posedge clk) begin
		if (we)
			mem[addr_w] <= data_w;
		addr_r_sync <= addr_r;
	end
endmodule
module uart(clk, rst, rx, rx_read, rx_data, rx_ready, tx, tx_send, tx_data);
	parameter BAUDRATE = 9600;
	parameter STOP_BIT = 0;  
	parameter PARITY = 1;  
	parameter CLK_FREQ = 100000000;
	parameter TX_BUFFER_SIZE = 10;
	input clk;
	input rst;
	input rx;
	input rx_read;
	output rx_ready;
	output [7:0] rx_data;
	output tx;
	input tx_send;
	input [7:0]tx_data;
	wire clk_rx;
	wire clk_tx;
	wire tx_ready;
	wire rx_error;
	reg [TX_BUFFER_SIZE-1:0] tx_addr_front = ~0;
	reg [TX_BUFFER_SIZE-1:0] tx_addr_back = 0;
	wire [7:0] tx_buffer_data;
	wire tx_send_next;
	wire tx_end;
	assign tx_send_next = tx_addr_front != tx_addr_back;
	clk_gen clk_receive(.in_clk(clk),
	                 	.out_clk(clk_rx));
	defparam clk_receive.SOURCE_CLK = CLK_FREQ;
	defparam clk_receive.TARGET_CLK = BAUDRATE * 16;
	clk_gen clk_transmit(.in_clk(clk_rx),
	                 	 .out_clk(clk_tx));
	defparam clk_transmit.SOURCE_CLK = BAUDRATE * 16;
	defparam clk_transmit.TARGET_CLK = BAUDRATE;
	uart_tx uart_transmit(.clk(clk_tx),
	                      .rst(rst),
	                      .send(tx_send_next),
	                      .data(tx_buffer_data),
	                      .tx(tx),
	                      .ready(tx_ready));
	defparam uart_transmit.STOP_BIT = STOP_BIT;
	defparam uart_transmit.PARITY = PARITY;
	uart_rx uart_recieve(.clk(clk_rx),
	                     .rst(rx_read | rst),
	                     .rx(rx),
	                     .data(rx_data),
	                     .ready(rx_ready),
	                     .error(rx_error));
	defparam uart_recieve.STOP_BIT = STOP_BIT;
	defparam uart_recieve.PARITY = PARITY;
	memory_block tx_queue(.clk(clk),
	                      .addr_r(tx_addr_front),
	                      .addr_w(tx_addr_back),
	                      .data_r(tx_buffer_data),
	                      .data_w(tx_data),
	                      .we(tx_send));
	defparam tx_queue.SIZE = 1 << TX_BUFFER_SIZE;
	edge_detector edge_tx(clk, tx_ready, tx_end);
	always @(posedge clk) begin
		if (rst) begin
			tx_addr_front <= 0;
			tx_addr_back <= 0;
		end
		else begin
			if (tx_send)
				tx_addr_back <= tx_addr_back + 1'b1;
			if (tx_end)
				tx_addr_front <= tx_addr_front + 1'b1;
		end
	end
endmodule
module uart_rx(clk, rst, rx, data, ready, error);
	parameter STOP_BIT = 0;  
	parameter PARITY = 1;  
	localparam STATE_IDLE		= 3'd0;
	localparam STATE_STARTBIT	= 3'd1;
	localparam STATE_FRAME		= 3'd2;
	localparam STATE_PARITY		= 3'd3;
	localparam STATE_STOP		= 3'd4;
	localparam STATE_END        = 3'd5;
	localparam STATE_ERROR      = 3'd6;
	input clk;  
	input rst;
	input rx;
	output reg [7:0] data;
	output ready;
	output error;
	reg [2:0] state = 0;
	reg [2:0] next_state;
	reg [2:0] bit_count;
	reg [3:0] frame_count;
	wire parity_bit;
	wire frame_mid;
	wire frame_end;
	assign ready = state == STATE_END || state == STATE_ERROR;
	assign error = state == STATE_ERROR;
	assign parity_bit = ^data;
	assign frame_mid = frame_count == 4'd7;
	assign frame_end = frame_count == 4'd15;
	always @(posedge clk or posedge rst) begin
		if (rst) begin
			state <= STATE_IDLE;
			bit_count <= 0;
			frame_count <= 0;
			data <= 0;
		end
		else begin
			state <= next_state;
			if (state != STATE_IDLE)
				frame_count <= frame_count + 4'd1;
			else
				frame_count <= 0;
			if (state == STATE_FRAME || state == STATE_STOP) begin
				if (frame_end)
					bit_count <= bit_count + 3'd1;
			end
			else begin
				bit_count <= 0;
			end
			if (frame_mid && state == STATE_FRAME)
				data[bit_count] <= rx;
		end
	end
	always @(*) begin
		next_state = state;
		if (state == STATE_IDLE && rx == 0) begin
			next_state = STATE_STARTBIT;
		end
		else if (frame_mid) begin
			case(state)
			STATE_STARTBIT:
				if (rx != 0)
					next_state = STATE_ERROR;
			STATE_PARITY:
				if (rx != (PARITY == 1 ? parity_bit : ~parity_bit))
					next_state = STATE_ERROR;
			STATE_STOP:
				if (rx != 1'b1)
					next_state = STATE_ERROR;
				else if (STOP_BIT == 0 || bit_count == 1)
					next_state = STATE_END;
			endcase
		end
		else if (frame_end) begin
			case(state)
			STATE_STARTBIT:
				next_state = STATE_FRAME;
			STATE_FRAME:
				if (bit_count == 3'd7) begin
					if (PARITY != 0)
						next_state = STATE_PARITY;
					else
						next_state = STATE_STOP;
				end
			STATE_PARITY:
				next_state = STATE_STOP;
			endcase
		end
	end
endmodule
module uart_tx(clk, rst, send, data, tx, ready);
	parameter STOP_BIT = 0;  
	parameter PARITY = 1;  
	localparam STATE_IDLE		= 3'd0;
	localparam STATE_STARTBIT	= 3'd1;
	localparam STATE_FRAME		= 3'd2;
	localparam STATE_PARITY		= 3'd3;
	localparam STATE_END		= 3'd4;
	input clk;
	input rst;
	input send;
	input [7:0] data;
	output reg tx;
	output ready;
	reg [2:0] state = 0;
	reg [2:0] next_state;
	reg [2:0] bit_count;
	wire parity_bit;
	assign ready = state == STATE_IDLE;
	assign parity_bit = ^data;
	always @(posedge clk or posedge rst) begin
		if (rst) begin
			state <= STATE_IDLE;
			bit_count <= 0;
		end
		else begin
			state <= next_state;
			if (state == STATE_FRAME)
				bit_count <= bit_count + 3'd1;
			else
				bit_count <= 0;
		end
	end
	always @(*) begin
		next_state = state;
		case(state)
		STATE_IDLE:
			if (send)
				next_state = STATE_STARTBIT;
		STATE_STARTBIT:
			next_state = STATE_FRAME;
		STATE_FRAME:
			if (bit_count == 3'd7)
				if (PARITY != 0)
					next_state = STATE_PARITY;
				else if (STOP_BIT)
					next_state = STATE_END;
				else
					next_state = STATE_IDLE;
		STATE_PARITY:
			if (STOP_BIT)
				next_state = STATE_END;
			else
				next_state = STATE_IDLE;
		STATE_END:
			next_state = STATE_IDLE;
		endcase
	end
	always @(*) begin
		case (state)
		STATE_STARTBIT:
			tx = 1'b0;
		STATE_FRAME:
			tx = data[bit_count];
		STATE_PARITY:
			tx = PARITY == 1 ? parity_bit : ~parity_bit;
		default:
			tx = 1'b1;
		endcase
	end
endmodule
```
`flow/run.sh`:
```
#!/bin/bash
# OpenROAD 26Q1-2900-gdf79404cd8, Yosys 0.63+post, stock flow scripts
make -C /OpenROAD-flow-scripts/flow DESIGN_CONFIG=/design/flow/config.mk WORK_HOME=/design/flow/orfs finish
```
`flow/config.mk`:
```
export PLATFORM = sky130hd
export DESIGN_NAME = uart
export DESIGN_NICKNAME = uart
export VERILOG_FILES = /design/flow/design.v
export SDC_FILE = /design/flow/constraint.sdc
export NUM_CORES = 4
export LEC_CHECK = 1
export CORE_UTILIZATION = 40
export SYNTH_MEMORY_MAX_BITS = 65536
```
`flow/constraint.sdc`:
```
current_design uart

set clk_period 225.8
set clk_io_pct 0.2

create_clock -name clk0 -period $clk_period [get_ports {clk}]

set non_clock_inputs [all_inputs -no_clocks]
set_input_delay [expr $clk_period * $clk_io_pct] -clock clk0 $non_clock_inputs
set_output_delay [expr $clk_period * $clk_io_pct] -clock clk0 [all_outputs]
```
==> flow_metrics.env <==
# source this file to load flow results
export IMPL_hold_viol=0
export IMPL_regArea_um2=248000
export IMPL_grt_ovfl_total=0
export IMPL_routed_wl_um=1030000
export IMPL_aoi_share_pct=2.84
export IMPL_p_sw_share_pct=20.8
export IMPL_htreeDepth=6
export IMPL_port_buffers=22
export IMPL_dieHeight_um=901
export IMPL_final_layout_size_suffix_gt1_share_pct=24.3
export IMPL_synth_edff_count=8192
export IMPL_p_comb_share_pct=2.2
export IMPL_routabilityCongestion=0.944
export IMPL_rows=329
export IMPL_hold_buffers=0
export IMPL_synth_yosys_warnings=7
export IMPL_p_seq_share_pct=55.3
export IMPL_die_area_um2=812000
export IMPL_clkPwrFrac_pct=42.5
export IMPL_crit_top_cell="buf_4"
export IMPL_powerDensity_nw_per_um2=8.30
export IMPL_worst_ep_required_time_ps=180640
export IMPL_endpoint_kind="output port"
export IMPL_tns_ps=0
export IMPL_async_flop_share_pct=0.278
export IMPL_area_delta_synth_final_pct=13.1
export IMPL_core_area_um2=804000
export IMPL_synthCells=15600
export IMPL_fin_hold_ws_ps=394
export IMPL_warning_count=61
export IMPL_fin_skew_ps=59.2
export IMPL_cts_resized_gates=0
export IMPL_critPathLaunchType="flip-flop"
export IMPL_worst_r2r_cell_count=8
export IMPL_die_x_um=901
export IMPL_setup_viol=0
export IMPL_untimed_endpoints=38
export IMPL_ctsLongestPathBuffers=4
export IMPL_ir_drop_mv=0.00894
export IMPL_route_detailed_drc=0
export IMPL_worstSetupPathType="flip-flop to output port"
export IMPL_min_from="tx_addr_front[9]$_SDFFE_PP0P_"
export IMPL_synth_top_cell_by_area="edfxtp_1"
export IMPL_maxSlewHeadroom_pct=-7.64
export IMPL_grt_pass1_vias=177000
export IMPL_hold_path_cell_count=0
export IMPL_netlist_area_um2=323000
export IMPL_cp_arrival_ps=10710
export IMPL_grt_setup_unrepaired="false"
export IMPL_r2r_end="tx_queue.mem[396][0]$_DFFE_PP_"
export IMPL_leakagePower_nw=111
export IMPL_drtIter0Drc=11900
export IMPL_crit_chain="buf_12 -> buf_4 -> buf_4 -> buf_4 -> buf_4 -> buf_4 -> mux4_2 -> o21ai_0 -> o21ai_0 -> a211oi_1 -> buf_4 -> a311oi_1 -> and3_1 -> o21ai_1 -> and2b_2 -> o41ai_1 -> xnor3_1 -> a211o_1 -> clkdlybuf4s50_1"
export IMPL_xor_share_pct=0.150
export IMPL_syn_area_per_cell_um2=20.8
export IMPL_ys_seq_share_pct=76.5
export IMPL_timing_final_crit_share_pct=24.7
export IMPL_dr_pass1_iters=6
export IMPL_synthTopCellsByArea="edfxtp_1 76%, mux4_2 12%, mux2i_1 2.6%"
export IMPL_tritoncts="yes"
export IMPL_fill_cells=66200
export IMPL_max_freq_mhz=17.9
export IMPL_slew_violations=2
export IMPL_grt_max_degree=134
export IMPL_detail_route_antenna_nets=0
export IMPL_ios=23
export IMPL_ys_area_um2=323000
export IMPL_ys_ff=8262
export IMPL_vias=165000
export IMPL_clockRootBuffer="clkbuf_16"
export IMPL_clk_pin_slew_ps=60
export IMPL_maxCapViolCount=1
export IMPL_p_sw_mw=0.633
export IMPL_ys_top_cells_by_count="8192 x edfxtp_1, 1709 x mux4_2, 1240 x nor2_1"
export IMPL_cp_max_fo=70
export IMPL_ys_cells=15600
export IMPL_r2r_slack_ps=221210
export IMPL_unclocked_pins=28
export IMPL_worstSkewPairLatency_ps=1220
export IMPL_grt_usage_pct=27.8
export IMPL_top_cell_area_share_pct=76.0
export IMPL_status="finished with violations"
export IMPL_ys_flop_type="edfxtp_1"
export IMPL_routedWlPerCell_um=36.5
export IMPL_vias_per_cell=5.87
export IMPL_simple_gate_area_share_pct=2.91
export IMPL_logic_area_um2=69700
export IMPL_violations="capacitance limit, slew limit"
export IMPL_fin_crit_ps=55870
export IMPL_cp_slowest_stage_delay_ps=750
export IMPL_postCtsSetupBuffers=0
export IMPL_mux_area_share_pct=15.4
export IMPL_fp_util_pct=40.2
export IMPL_synth_most_common_cell="edfxtp_1"
export IMPL_intPower_mw=2.40
export IMPL_netlist_logic_family_top="multiplexers"
export IMPL_synth_cell_types=103
export IMPL_antenna_found_initial=110
export IMPL_hpwl_um=650000
export IMPL_grt_pass1_wl_um=1410000
export IMPL_r2r_start="tx_addr_back[0]$_SDFFE_PP0P_"
export IMPL_slowest_stage="and3_1"
export IMPL_cts_buffers=809
export IMPL_synthAdderAreaFrac_pct=0.0735
export IMPL_worstMarginPinSlew_ps=1600
export IMPL_design_power_total_mw=3.04
export IMPL_hold_path_class="flip-flop to flip-flop"
## layer usage
metal / vias up / track usage, % / routed length [µm]
met5: - / 5.45 / 5230
met1: 83700 / 29.3 / 292000
met2: 12200 / 37.6 / 455000
met3: 2109 / 26.1 / 220000
met4: 150 / 12.0 / 54500
li1: 67000 / - / -
## sequential cells by signal (all words and copies together), names as in the netlist, 2 cells and up, named ones only
register / flops
tx_addr_front: 10
uart_recieve.bit_count: 3
clk_receive.count: 10
clk_transmit.count: 4
uart_recieve.data: 8
uart_transmit.state: 2
uart_recieve.state: 3
tx_queue.mem: 8192
tx_addr_back: 10
uart_transmit.bit_count: 3
uart_recieve.frame_count: 4
## critical path: cells and delay by family, from the launching register on
| kind | cells | cell delay [ps] |
|---|---|---|
| mux | 1 | 300 |
| compound gates | 7 | 2570 |
| flops | 1 | 660 |
| xor+xnor | 1 | 510 |
| buf+inv | 8 | 4220 |
| simple gates | 2 | 1000 |
## power groups by stage
| stage | combinational, mW | clock [mW] | sequential, mW |
|---|---|---|---|
| 6_report | 0.0663 | 1.29 | 1.68 |
| 5_1_grt | 0.0704 | 1.36 | 1.68 |
| 4_1_cts | 0.0661 | 1.31 | 1.68 |
## cells by family after synthesis
kind of cell,Yosys count
AOI/OAI and AO/OA,1284
DFF,8262
muxes,2676
and+or+nand+nor,2240
buffers and inverters,1031
xor gates and xnor gates,53
adders and majority gates,19
## cell usage in the layout (no fill, tap or decap), types with 27 or more instances in the layout
| cell | count |
|---|---|
| bufinv_16 | 33 |
| and2_1 | 31 |
| clkinv_2 | 147 |
| nor2_1 | 1221 |
| dfxtp_1 | 37 |
| buf_12 | 29 |
| nand4_1 | 36 |
| a221oi_1 | 78 |
| clkbuf_16 | 816 |
| mux2i_1 | 833 |
| a22oi_1 | 106 |
| o22ai_1 | 295 |
| mux2_2 | 44 |
| clkbuf_1 | 204 |
| o221ai_1 | 200 |
| nand3_1 | 148 |
| xnor2_1 | 27 |
| edfxtp_1 | 8192 |
| o21ai_0 | 104 |
| and3_1 | 41 |
| a31oi_1 | 60 |
| a211oi_1 | 37 |
| nand2_1 | 460 |
| mux4_2 | 1709 |
| a32oi_1 | 36 |
| diode_2 | 180 |
| clkinv_1 | 189 |
| mux4_1 | 88 |
| buf_4 | 1140 |
| nor3_1 | 100 |
| nand2_4 | 36 |
| a21oi_1 | 170 |
## through the flow
stage	cells	instance area, µm²	setup slack [ps]	util (%)
CTS	28000	365000	169990	45.4
finish	28200	366000	169940	45.5
global placement	26500	340000	171150	42.3
detailed placement	26500	340000	171270	42.3
global route	28000	365000	169750	45.4
floorplan	15600	323000	177070	-
## area by class of cell
type	instances	share of cell area, %
Antenna cell	180	0.123
Clock buffer	1025	5.81
Clock inverter	446	1.04
Inverter	21	0.0339
Multi-Input combinational cell	6272	19.0
Sequential cell	8262	67.7
Tap cell	10800	3.68
Timing Repair Buffer	1194	2.58
## worst max-delay path by stage
stage     slack, ps  cells past startpoint  endpoint
4_1_cts      169990                     18        tx
5_1_grt      169750                     19        tx
6_report     169940                     19        tx
Power is estimated from default activity; no workload was simulated.
